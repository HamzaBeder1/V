==> design/flow/design.v <==
`timescale 1ns / 1ps
module arctan_h #(parameter n = 16)(
    input clk, input st, input [15:0] x_1, input[15:0] y_1, input[3:0] func, output [15:0] arctanh,
 output [31:0] result);
    wire k;
    reg signed [15:0] reg_z [n:1];
    reg signed [15:0] reg_x[n:1];
    reg signed [15:0] reg_y [n:1];
    integer i;
    reg sign;
    wire [15:0] TANHROM [n-1:1];
    wire LED_reset;
    reg [1:0] state, nextstate;
    reg load, add;
    assign k = (i ==16)? 1:0;
    assign arctanh = (state == 2'b10)? reg_z[16]:16'dz;
    assign result = (func == 7)? arctanh:32'dz;
    assign LED_reset = (state == 2'b00)? 1:0;
    assign TANHROM[1] = 16'b0010001100100111;
    assign TANHROM[2] = 16'b0001000001011000;
    assign TANHROM[3] = 16'b0000100000001010;
    assign TANHROM[4] = 16'b0000010000000001;
    assign TANHROM[5] = 16'b0000001000000000;
    assign TANHROM[6] = 16'b0000000100000000;
    assign TANHROM[7] = 16'b0000000010000000;
    assign TANHROM[8] = 16'b0000000001000000;
    assign TANHROM[9] = 16'b0000000000100000;
    assign TANHROM[10] =16'b0000000000010000;
    assign TANHROM[11] =16'b0000000000001000;
    assign TANHROM[12] =16'b0000000000000100;
    assign TANHROM[13] =16'b0000000000000010;
    assign TANHROM[14] =16'b0000000000000001;
    assign TANHROM[15] =16'b0000000000000000;
    always@(state, st, k)
    begin
        nextstate<=0;
        load<=0;
        add<=0;
        case(state)
            0:
            begin
                if(~st)
                    nextstate<=0;
                else if(st == 1)
                begin
                    load<=1;
                    nextstate<=1;
                end
            end
            1:
            begin
                if(k)
                    begin
                        nextstate<=2;
                    end
                else
                    begin
                        add<=1;
                        nextstate<=1;
                    end
            end
            2:
                begin
                if(~st)
                begin
                    nextstate<=2;
                end
                else
                begin
                    load<=1;
                    nextstate<=1;
                end
            end
        endcase
    end
    always@(posedge clk)
    begin
        state<=nextstate;
        if(load)
        begin
            i<= 1;
            reg_x[1] <= x_1;
            reg_y[1] <= y_1;
            reg_z[1] <= 0;
        end
        if(add)
        begin
            i<= i+1;
            if(reg_y[i] > 0)
            begin
                reg_x[i+1] <= reg_x[i] -(reg_y[i] >>> i);
                reg_y[i+1] <= reg_y[i] - (reg_x[i]>>>i);
                reg_z[i+1] <= reg_z[i] + TANHROM[i];
            end
            else
            begin
                reg_x[i+1] <= reg_x[i] + (reg_y[i] >>> i);
                reg_y[i+1] <= reg_y[i] + (reg_x[i]>>>i);
                reg_z[i+1] <= reg_z[i] - TANHROM[i];
            end
        end
    end
endmodule
`timescale 1ns / 1ps
module ln_x(
    input clk, input st, input [15:0] x,input[3:0] func, output signed [31:0] result
    );
    wire [16:0] ln;
    wire [15:0] ln_temp;
    wire [31:0] result_temp;
    wire [15:0] x_1, y_1;
    assign x_1 = x+16'b0100000000000000;
    assign y_1 = x-16'b0100000000000000;
    arctan_h atanh (clk, st,x_1, y_1, func, ln_temp, result_temp);
    assign ln = ln_temp <<< 1;
    assign result = (func == 8)? ln:32'dz;
endmodule
==> design/flow/run.sh <==
#!/bin/bash
# OpenROAD 26Q1-2900-gdf79404cd8, Yosys 0.63+post, stock flow scripts
make -C /OpenROAD-flow-scripts/flow DESIGN_CONFIG=/design/flow/config.mk WORK_HOME=/design/flow/orfs finish
==> design/flow/config.mk <==
export PLATFORM = sky130hd
export DESIGN_NAME = ln_x
export DESIGN_NICKNAME = ln_x
export VERILOG_FILES = /design/flow/design.v
export SDC_FILE = /design/flow/constraint.sdc
export NUM_CORES = 4
export LEC_CHECK = 1
export CORE_UTILIZATION = 40
==> design/flow/constraint.sdc <==
current_design ln_x

set clk_period 19.9
set clk_io_pct 0.2

create_clock -name clk0 -period $clk_period [get_ports {clk}]

set non_clock_inputs [all_inputs -no_clocks]
set_input_delay [expr $clk_period * $clk_io_pct] -clock clk0 $non_clock_inputs
set_output_delay [expr $clk_period * $clk_io_pct] -clock clk0 [all_outputs]
==> GITHUB_STEP_SUMMARY <==
### Yosys + OpenROAD results

| Metric | Value |
|---|---|
| Status | `finished clean` |
| Synth Area in XOR/XNOR | `0.0268` |
| Largest net degree at the start of global routing | `62` |
| Core Box Area | `90600 um^2` |
| Post-DRT Antenna Nets | `0` |
| Post-synth regs | `806` |
| Total clock sinks | `806` |
| Core Util at FP | `0.406` |
| Min cycle time layout | `8850 ps` |
| Crit Path Max Fanout | `42` |
| Synthesized instance count | `2286` |
| AO/OA Area Share | `0.0646` |
| Final Cycle Share | `0.445` |
| GRT Overall Usage | `0.225` |
| Chip width | `305 um` |
| Worst skew pair latency | `650 ps` |
| Logic area | `11900 um^2` |
| DP Cell Count | `3486` |
| TNS Setup | `0 ps` |
| Vias per cell | `5.83` |
| Routed WL | `95400 um` |
| FF-to-FF End | `atanh.reg_z[14][13]` |
| Synth Area in Adders | `0.0202` |
| GRT busiest layer | `met2` |
| Clock H-tree levels | `3` |
| GR Overflow Total | `0` |
| Pins Over Slew Limit | `0` |
| Max Buffers Root-to-Sink | `3` |
| CTS root buf | `clkbuf_16` |
| Main synth FF type | `edfxtp_1` |
| Mapped cell area | `36800 um^2` |
| Number of enable flip-flop cells | `800` |
| MUX area fraction | `0.150` |
| DR WL/cell | `26.3 um` |
| # fillers | `7519` |
| Final std cells w/o fill | `3628` |
| Share of layout cells above drive strength 1 | `0.191` |
| Die y size | `305 um` |
| Fin. Hold Viols | `0` |
| Initial antenna violation count | `0` |
| Clock slew at reported path FFs | `60 ps` |
| Worst hold path startpoint | `atanh.state[1]` |
| Post-cts resize count | `0` |
| RSZ-0062 raised after global routing | `no` |
| Worst Skew | `37.1 ps` |
| Post-CTS setup repair buffer count | `0` |
| Main logic family | `multiplexers` |
| Worst EP required | `20230 ps` |
| Area Overhead vs Synth | `12.5%` |
| Relative slew margins | `0.330` |
| WP data arrival | `9170 ps` |
| Endpoints failing setup | `0` |
| CTS Hold Buffers Added | `0` |
| Fmax | `113 MHz` |
| I/O pins | `54` |
| Crit path to | `atanh.reg_z[14][13]` |
| Routed vias | `21200` |
| WS Path Type | `flop to flop` |
| HPWL after DPL | `58300 um` |
| CTS tree | `built` |
| Simple-gate portion of the synthesized area | `0.0574` |
| Grt met1 use | `0.312` |
| Avg Cell Area, Syn | `16.1 um^2` |
| Met2 Usage GRT | `0.322` |
| Rows | `110` |
| Critical Path Source Type | `flop` |
| Tightest Hold Check Type | `flop to flop` |
| Routability congestion estimate | `0.948` |
| Asr flop ratio synth | `0` |
| Ys cells | `2286` |
| Port Buffer Count | `33` |
| Yosys synthesis chip area | `36800 um^2` |
| Synth warnings | `20` |
| Register-to-Register Path Depth | `28` |
| Crit end category | `flop` |
| DP Worst Slack | `11120 ps` |
| Initial DRC count | `1531` |
| Top Layout Cells | `edfxtp_1, mux4_2, nand2_1, buf_4, nor2_1` |
| GRT met3 Usage | `0.134` |
| Seq/Total Area, Yosys | `0.657` |
| Maxcap violations | `0` |
| FF-to-FF setup slack | `11050 ps` |
| Dominant logic cell type in the layout | `edfxtp_1` |
| Ant diodes | `0` |
| First-pass GRT wire length | `141000 um` |
| Post-synth cell types | `91` |
| Final worst setup slack | `11050 ps` |
| Most used cell, CP | `o21ai_0` |
| DRT Pass-1 Iters | `5` |
| Critical Path Max Stage Delay | `830 ps` |
| Slew @ Worst Pin | `998 ps` |
| Slowest CP cell | `a2111oi_0` |
| Vias in the first global route | `21800` |
| Die area | `93200 um^2` |
| Tool warnings | `36` |
| Remaining DRCs | `0` |
| Cts bufs inserted | `81` |
| Register area | `24200 um^2` |
-- cells by family after synthesis --
group           after synthesis
compound gates              366
xor+xnor                    110
fa+ha+maj                    58
buf+inv                     184
flops                       806
mux                         307
other cells                   1
simple gates                454
-- synthesized netlist by cell type (15+ instances only) --
cell / n / share of area
o21ai_0: 84 / 0.011
o21ai_1: 16 / 0.0022
buf_4: 32 / 0.0065
mux4_2: 190 / 0.12
xnor2_1: 54 / 0.013
a21oi_1: 88 / 0.012
inv_1: 43 / 0.0044
buf_2: 24 / 0.0033
a31oi_1: 16 / 0.0027
clkbuf_1: 61 / 0.0062
nor2_1: 121 / 0.012
and3_1: 15 / 0.0026
a21o_1: 22 / 0.0045
nand2_1: 145 / 0.015
edfxtp_1: 800 / 0.65
nor3_1: 31 / 0.0042
xor2_1: 54 / 0.013
nand4_1: 20 / 0.0034
mux2i_1: 102 / 0.028
nand3_1: 56 / 0.0076
ha_1: 53 / 0.018
a22oi_1: 38 / 0.0078
-- cell type report --
| type | instances | area share |
|---|---|---|
| Multi-Input combinational cell | 1311 | 0.288 |
| Inverter | 46 | 0.00417 |
| Clock inverter | 44 | 0.00843 |
| Timing Repair Buffer | 147 | 0.0287 |
| Clock buffer | 98 | 0.0515 |
| Tap cell | 1176 | 0.0356 |
| Sequential cell | 806 | 0.584 |
-- per-stage QoR --
step | instance area (um^2) | hold slack [ps] | util
after global placement | 38900 | 539 | 0.430
final | 41400 | 564 | 0.457
after floorplan | 36800 | 499 | -
after CTS | 41400 | 564 | 0.457
after global routing | 41400 | 593 | 0.457
after detailed placement | 38900 | 544 | 0.430
-- routing by layer --
metal | vias to the layer above | share of wire
li1 | 9313 | -
met1 | 10400 | 0.37
met2 | 1271 | 0.45
met3 | 170 | 0.14
met4 | 2 | 0.030
met5 | - | 0.00048
-- sequential cells by signal, indices dropped and copies added (netlist names), named ones only --
signal       flops
atanh.state      2
atanh.reg_z    256
atanh.reg_y    256
atanh.reg_x    256
atanh.i         32
-- critical path, delay by kind of cell (launching register included) --
kind | cells | cell delay, ps
AND-OR/OR-AND | 15 | 3810
AND/OR/NAND/NOR | 8 | 2090
XOR/XNOR | 1 | 130
adder cells (fa/ha/maj) | 1 | 290
flip-flops | 1 | 630
buffers and inverters | 3 | 1510
-- how the worst min path moves through the flow --
| stage | cells past startpoint | slack [ps] | endpoint |
|---|---|---|---|
| final | 1 | 560 | atanh.state[1] |
| after global routing | 1 | 590 | atanh.state[1] |
| after CTS | 1 | 560 | atanh.state[1] |
