File: ./config.mk
export PLATFORM = sky130hd
export DESIGN_NAME = ex
export DESIGN_NICKNAME = ex
export VERILOG_FILES = /design/flow/design.v
export SDC_FILE = /design/flow/constraint.sdc
export NUM_CORES = 4
export LEC_CHECK = 1
export CORE_UTILIZATION = 50
File: ./design.v
`timescale 1ns / 1ps
module ex(input clk, input st, input signed [15:0] x, input[3:0] func, output [31:0] result
    );
    wire signed [16:0] ex;
    wire signed [15:0] sinh;
    wire signed [15:0] cosh;
    wire signed [31:0] result_temp;
    sinh_andcosh s(clk, st, x, func,sinh, cosh, result);
    assign ex = sinh+cosh;
    assign result = (func == 6)? ex: 32'dz;
endmodule
`timescale 1ns / 1ps
module sinh_andcosh #(parameter n = 16)(
    input clk, input st, input [15:0] z_0, input [3:0] func, output signed [15:0] sinh, output signed [15:0] cosh, output signed [31:0] result);
    reg signed [15:0] reg_z [n:1];
    reg signed [15:0] reg_x[n:1];
    reg signed [15:0] reg_y [n:1];
    integer i;
    reg sign;
    reg [1:0] state, nextstate;
    reg load, add;
    wire LED_reset;
    wire k;
    wire [15:0] TANHROM [n-1:1];
    assign LED_reset = (state == 2'b00)? 1:0;
    assign TANHROM[1] = 16'b0010001100100111;
    assign TANHROM[2] = 16'b0001000001011000;
    assign TANHROM[3] = 16'b0000100000001010;
    assign TANHROM[4] = 16'b0000010000000001;
    assign TANHROM[5] = 16'b0000001000000000;
    assign TANHROM[6] = 16'b0000000100000000;
    assign TANHROM[7] = 16'b0000000010000000;
    assign TANHROM[8] = 16'b0000000001000000;
    assign TANHROM[9] = 16'b0000000000100000;
    assign TANHROM[10] =16'b0000000000010000;
    assign TANHROM[11] =16'b0000000000001000;
    assign TANHROM[12] =16'b0000000000000100;
    assign TANHROM[13] =16'b0000000000000010;
    assign TANHROM[14] =16'b0000000000000001;
    assign TANHROM[15] =16'b0000000000000000;
    always@(state, st, k)
    begin
        nextstate<=0;
        load<=0;
        add<=0;
        case(state)
            0:
            begin
                if(~st)
                    nextstate<=0;
                else if(st == 1)
                begin
                    load<=1;
                    nextstate<=1;
                end
            end
            1:
            begin
                if(k)
                    begin
                        nextstate<=2;
                    end
                else
                    begin
                        add<=1;
                        nextstate<=1;
                    end
            end
            2:
                begin
                if(~st)
                begin
                    nextstate<=2;
                end
                else
                begin
                    load<=1;
                    nextstate<=1;
                end
            end
        endcase
    end
    always@(posedge clk)
    begin
        state<=nextstate;
        if(load)
        begin
            i<= 1;
            reg_x[1] <= 16'b0101000000000000;
            reg_y[1] <= 16'd0;
            reg_z[1] <= z_0;
        end
        if(add)
        begin
            i<= i+1;
            if(reg_z[i] < 0)
            begin
                reg_x[i+1] <= reg_x[i] -(reg_y[i] >>> i);
                reg_y[i+1] <= reg_y[i] - (reg_x[i]>>>i);
                reg_z[i+1] <= reg_z[i] + TANHROM[i];
            end
            else
            begin
                reg_x[i+1] <= reg_x[i] + (reg_y[i] >>> i);
                reg_y[i+1] <= reg_y[i] + (reg_x[i]>>>i);
                reg_z[i+1] <= reg_z[i] - TANHROM[i];
            end
        end
    end
    assign k = (i ==16)? 1:0;
    assign sinh = (state == 2'b10)? reg_y[n]: 16'bz;
    assign cosh = (state == 2'b10)? reg_x[n]: 16'bz;
    assign result = (func == 4)? cosh : ((func == 5)? sinh:32'dz);
endmodule
File: ./constraint.sdc
current_design ex

set clk_period 31.4
set clk_io_pct 0.2

create_clock -name clk0 -period $clk_period [get_ports {clk}]

set non_clock_inputs [all_inputs -no_clocks]
set_input_delay [expr $clk_period * $clk_io_pct] -clock clk0 $non_clock_inputs
set_output_delay [expr $clk_period * $clk_io_pct] -clock clk0 [all_outputs]
File: ./run.sh
#!/bin/bash
# OpenROAD 26Q1-2900-gdf79404cd8, Yosys 0.63+post, stock flow scripts
make -C /OpenROAD-flow-scripts/flow DESIGN_CONFIG=/design/flow/config.mk WORK_HOME=/design/flow/orfs finish
==> changes_impl.md <==
### Metrics

* Tool Warnings at 32
* Met1 Use GR at 0.458
* Reg clk slew, reported paths at roughly 60 ps
* DR vias at 21200
* Initial antenna violation count at 2
* CP Launch Type: primary input
* Antenna violation net count after detailed routing at 0
* Die Area at 75200 µm²
* Most frequent CP cell: clkdlybuf4s50_1
* Yosys warning count at 69
* Yosys Instances at 2286
* IO buf count at 37
* Hold Crit Start: s.state[1]
* Area Growth Syn to Fin at 12.6%
* Final Skew at roughly 52 ps
* CP Class: primary input to output pin
* Core Region at roughly 73000 µm²
* Number of global-route vias before repair at 21900
* Share of post-route cells with drive strength above 1 at 0.221
* CTS tree: done
* Netlist cell types at 101
* Crit. End Element: output pin
* Max Fanout on Critical Path at 16
* CTS Buf Count at between 80 and 90
* First-pass GRT wire length at 146 mm
* Type of the tightest min-delay check: flop to flop
* # diodes at 0
* Post-DP HPWL at ~62 mm
* CP peak stage delay at 420 ps
* DRT Wirelength at 98.5 mm
* CP Data Arrival Time at 8090 ps
* CP Cell Sequence: clkdlybuf4s50_1, nor4b_2, buf_4, mux2_2, clkdlybuf4s50_1
* H-tree depth at 3
* Mean routed wirelength per cell at approximately 29 µm
* Dpl cell area at 38900 µm²
* Fin crit share at 0.458
* Req. time, crit path at about 25000 ps
* Max-slew violation count at 0
* Total of max-cap violations at 0
* Latency at later pin at 660 ps
* Worst Hold Endpoint: s.state[1]
* Worst slew pin tran at ~1300 ps
* CTS root buf: clkbuf_16
* Yosys stat area at 37100 µm²
* R2R depth at 28
* Gp weighted congestion at 1.02
* RSZ-0062 raised after global routing: no
* Cells after Synth at 2286
* Drt via density at about 6.2
* Asr flop ratio synth at 0
* Cell area after layout at 41800 µm²
* Syn Area/Cell at about 16 µm²
* Number of enable flip-flop cells at 800
* Row Count at between 90 and 100
* DRT Pass-1 Iters at 6
* Reg-to-Reg End: s.reg_x[5][15]
* Largest net degree at the start of global routing at 71
* Worst relative slew slack at 0.103
* Routing usage on met2 at 0.426
* Synth flops at 806
* Starting DRT DRC Count at 1632
* Global route overflow at 0
* F_max at 69.6 MHz
* Commonest non-fill, non-tap cell in the layout: edfxtp_1
* Total Routing Usage GR at 0.300
* Bufs on Longest Clock Path at 3
* Sink Count at 806
* Worst path slowest cell: clkdlybuf4s50_1
* Status: completed
* Endpoints failing setup at 0
* Cts repair resizes at 0
* Hold Vio Cnt, Final at 0
* Reg-to-reg setup timing slack at 21870 ps
* Most frequent cells in the layout: edfxtp_1, mux4_2, nor2_1
* Post-layout util at 0.570
* Post-Syn Area at roughly 37000 µm²
* Clock period minus worst slack at 14370 ps
* Post-Route Setup TNS at 0 ps
* Final cell count without fillers at 3421
* GR peak layer: met1
* Num ports at 54
* Placed Cells at 3269
* Post-synth seq share at 0.651
* Init Core Util at 0.506
* DRC viols at 0
* Die H at ~270 µm
* Hold Path Depth at 2
* Most common reg cell: edfxtp_1
* Grt met3 use at 0.165
* DIE WIDTH at about 270 µm
* # hold bufs at CTS at 0
* Post-CTS setup buffers at 0
==> critical path, delay by kind of cell <==
family,cells,cell delay [ps]
AND/OR/NAND/NOR,1,270
multiplexers,1,380
buffers and inverters,3,1150
==> how the worst max path moves through the flow <==
stage        from    endpoint  slack (ps)  cells after the start
6_report  func[1]  result[12]       17030                      5
4_1_cts   func[1]  result[12]       17030                      5
5_1_grt   func[1]  result[12]       16940                      5
==> metrics by stage <==
stage | hold WS, ps | worst slack, ps
2_1_floorplan | 435 | 17240
3_3_place_gp | 446 | 17020
3_5_place_dp | 468 | 17040
4_1_cts | 481 | 17030
5_1_grt | 510 | 16940
6_report | 480 | 17030
==> cell type report <==
class                      instances  area [µm²]
clock inverter                    56         661
fill                            5484       31500
inverter                          54         203
tap                              959        1200
multi-input combinational       1306       12200
sequential                       806       24200
timing repair buffer             144        1190
clock buffer                      96        2150
==> registers in the layout, summed over array words and instances, names as in the netlist, named ones only <==
signal,cells
s.i,32
s.reg_x,256
s.reg_y,256
s.reg_z,256
s.state,2
==> synthesized netlist by cell type (5+ instances only) <==
cell	count	share of area
edfxtp_1	800	0.65
mux4_2	201	0.12
nor2_1	159	0.016
nand2_1	131	0.013
a21oi_1	76	0.010
o21ai_0	64	0.0086
clkbuf_1	59	0.0060
xnor2_1	58	0.014
ha_1	55	0.019
mux2_2	55	0.017
inv_1	53	0.0054
mux2i_1	44	0.012
nor3_1	44	0.0059
xor2_1	39	0.0092
nand3_1	34	0.0046
buf_2	24	0.0032
a21o_1	22	0.0045
buf_4	21	0.0043
buf_1	20	0.0020
nor4_1	18	0.0030
and2_1	16	0.0027
o22ai_1	16	0.0027
a31oi_1	15	0.0025
nand4_1	15	0.0025
and3_1	14	0.0024
o31ai_1	14	0.0028
nor2b_1	13	0.0022
a211oi_1	11	0.0022
o211ai_1	11	0.0022
a22oi_1	9	0.0018
buf_6	9	0.0027
o21a_1	9	0.0018
nand2b_1	8	0.0014
or3_1	8	0.0014
dfxtp_1	6	0.0032
o21bai_1	6	0.0012
a221oi_1	5	0.0012
a311o_1	5	0.0014
or2_2	5	0.00084
==> routing by layer <==
| metal | wire, µm | vias up |
|---|---|---|
| met3 | 12900 | 157 |
| met2 | 46000 | 1152 |
| met4 | 2350 | 0 |
| met1 | 37100 | 10600 |
| li1 | - | 9327 |
| met5 | 0 | - |
==> kinds of logic after synthesis <==
| logic type | share of synthesized area |
|---|---|
| compound gates | 0.0631 |
| simple gates | 0.0636 |
| fa+ha+maj | 0.0202 |
| other cells | 0.000101 |
| flops | 0.651 |
| buf+inv | 0.0248 |
| xor+xnor | 0.0234 |
| mux | 0.154 |
