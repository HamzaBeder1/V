File: flow/design.v
`timescale 1ns / 1ps
module arcsin_andarccos#(parameter n = 16) (input clk, input st, input signed [15:0] arcsin_in, input [3:0] func, output signed [31:0] result
    );
    wire k;
    integer i;
    reg signed [15:0] reg_x[n:0];
    reg signed [15:0] reg_y[n:0];
    reg signed [15:0] reg_z[n:0];
    reg[1:0] state, nextstate;
    reg load, add;
    wire signed [15:0] arcsin, arccos;
    wire done;
    wire [15:0] TANROM[15:0];
    assign TANROM[0] = 16'b0011001001000011;
    assign TANROM[1] = 16'b0001110110101100;
    assign TANROM[2] = 16'b0000111110101101;
    assign TANROM[3] = 16'b0000011111110101;
    assign TANROM[4] = 16'b0000001111111110;
    assign TANROM[5] = 16'b0000000111111111;
    assign TANROM[6] = 16'b0000000011111111;
    assign TANROM[7] = 16'b0000000001111111;
    assign TANROM[8] = 16'b0000000000111111;
    assign TANROM[9] = 16'b0000000000011111;
    assign TANROM[10] =16'b0000000000001111;
    assign TANROM[11] =16'b0000000000000111;
    assign TANROM[12] =16'b0000000000000011;
    assign TANROM[13] =16'b0000000000000001;
    assign TANROM[14] =16'b0000000000000000;
    assign TANROM[15] =16'b0000000000000000;
    always@(state, st, k)
    begin
        nextstate<=0;
        load<=0;
        add<=0;
        case(state)
        0:
        begin
            if(~st)
                nextstate<=0;
            else if(st == 1)
            begin
                load<=1;
                nextstate<=1;
            end
        end
        1:
        begin
            if(k)
            begin
                nextstate<=2;
            end
            else
            begin
                add<=1;
                nextstate<=1;
            end
        end
        2:
            begin
                if(~st)
                begin
                    nextstate<=2;
                end
                else
                begin
                    load<=1;
                    nextstate<=1;
                end
            end
        endcase
    end
    always@(posedge clk)
    begin
        state<=nextstate;
        if(load)
        begin
            reg_x[0] <= 16'b0010011011011101;
            reg_y[0] <= 16'd0;
            reg_z[0] <= 16'd0;
            i<=0;
        end
        else if(add)
        begin
            i<= i+1;
            if(reg_y[i] < arcsin_in)
            begin
                reg_x[i+1] <= reg_x[i] -(reg_y[i] >>> i);
                reg_y[i+1] <= reg_y[i] + (reg_x[i]>>>i);
                reg_z[i+1] <= reg_z[i] + TANROM[i];
            end
            else
            begin
                reg_x[i+1] <= reg_x[i] +(reg_y[i] >>> i);
                reg_y[i+1] <= reg_y[i] - (reg_x[i]>>>i);
                reg_z[i+1] <= reg_z[i] - TANROM[i];
            end
        end
    end
    assign result = (func == 2)? arccos :((func == 3)?arcsin:32'dz);
    assign k = (i == n)? 1:0;
    assign done = (state == 2)? 1:0;
    assign arcsin = (done == 1)? reg_z[n]: 16'dz;
    assign arccos = (done == 1)? ~{reg_z[n] - 16'b0110010010000111}+1:16'dz;
endmodule
File: flow/run.sh
#!/bin/bash
# OpenROAD 26Q1-2900-gdf79404cd8, Yosys 0.63+post, stock flow scripts
make -C /OpenROAD-flow-scripts/flow DESIGN_CONFIG=/design/flow/config.mk WORK_HOME=/design/flow/orfs finish
File: flow/config.mk
export PLATFORM = sky130hd
export DESIGN_NAME = arcsin_andarccos
export DESIGN_NICKNAME = arcsin_andarccos
export VERILOG_FILES = /design/flow/design.v
export SDC_FILE = /design/flow/constraint.sdc
export NUM_CORES = 4
export LEC_CHECK = 1
export CORE_UTILIZATION = 30
File: flow/constraint.sdc
current_design arcsin_andarccos

set clk_period 32.5
set clk_io_pct 0.2

create_clock -name clk0 -period $clk_period [get_ports {clk}]

set non_clock_inputs [all_inputs -no_clocks]
set_input_delay [expr $clk_period * $clk_io_pct] -clock clk0 $non_clock_inputs
set_output_delay [expr $clk_period * $clk_io_pct] -clock clk0 [all_outputs]
==> out/metrics.cfg <==
[hold_path]
worst_hold_path_type = reg2reg

[timing]
worst_hold_slack_ns = 0.4460
post-route-period-util_pct = 46.54
tightest_slew_ns = 0.9557
setup_viol = 0
max_freq_mhz = 66.12
skew_ns = 0.02271
worst_slack_ns = 17.38
slew-limit-headroom_pct = 36.05
period_needed_ns = 15.12
finalHoldViolations = 0
fin_tns_setup_ns = 0
rsz0062_at_grt = no
slew_violations = 0

[synthesis]
flop_cell = edfxtp_1
synth_area_um2 = 39430
synth_top_cell_by_area = edfxtp_1
ys_cells = 2637
ys_warn_count = 4
top_area_share_pct = 62.14
ys_chip_area_um2 = 39430
syn_avg_cell_area_um2 = 14.95
top_cells_by_count = 816 x edfxtp_1, 185 x nand2_1, 178 x nor2_1
ys_async_sr_fraction_pct = 0
most_common_cell = edfxtp_1
ys.flops = 855
ys_seq_share_pct = 64.12
topCellsByArea = edfxtp_1 62%, mux4_2 7.4%, mux2i_1 3.9%
postSynthCellCount = 2637
ys_types = 111
synth-edff-count = 816

[cts]
postCtsSetupRepairBufs = 0
ctsHoldBuffers = 0
cts_max_level = 3
cts_buffers = 83
cts_resized = 0
cts.sinks = 855
cts_tree = yes
clk_pin_slew_ns = 0.05
clock_path_buffers = 3
root_buffer = clkbuf_16
clock_latency_ns = 0.65

[placement]
place_ws_ns = 17.38
gp_congestion = 0.9853
io_buffer_count = 37
dpl.hpwl_mm = 66.83

[global_routing]
grt_overflow = 0
grt_pass1_wl_mm = 159.6
antenna_found_initial = 3
grtUsageTotal_pct = 17.23
first_global_vias = 24096
grt_max_degree = 75

[critical_path]
cp_slowest_cell = or4b_2
path_class = in2out
crit_family = buffers and inverters
cp-start-kind = input port
critPathRequiredTime_ns = 26.00
cp-end-kind = output pin
regToRegSetupSlack_ns = 23.33
slowest_delay_ns = 0.85
path_max_fanout = 11
path_buffers = 2
arrival_ns = 8.62
cpMostUsedCell = clkdlybuf4s50_1
path_cells = clkdlybuf4s50_1, or4b_2, a21oi_1, xor2_1, clkdlybuf4s50_1

[drt]
vias_per_cell = 5.193
vias = 23650
routedWlPerCell_um = 23.62
antenna_left = 0
first_iter_violations = 1755
post-route-drc-count = 0
drtPass1Iterations = 5
routed_wl_mm = 107.6

[cells_and_area]
syn_to_final_growth_pct = 13.85
flop_area_um2 = 25300
n_fill_cell = 12312
fin_util_pct = 34.54
drive_above_1_share_pct = 16.58
area.combinational_um2 = 13140

[floorplan]
fp.dieW_um = 364.6
core_um2 = 130000
chip_area_um2 = 132900
fp_util_pct = 30.34
fp.dieH_um = 364.6
boundaryPins = 54
num_rows = 132

[status]
status = finished clean

[flow_run]
cap_viol_max_count = 0
warning_count = 28

==> metal layers <==
layer	part of all wire, %	GRT usage [%]	vias up	wire, um
met4	3.0	4.474	0	3217
met2	46	26.12	1285	49930
met3	12	8.854	155	12990
met5	0	0	-	0
li1	-	-	10569	-
met1	39	22.49	11641	41420
==> layout by cell type, fill, tap and decap left out, types with 9 or more instances in the layout <==
master / Yosys / final
or2_2: 12 / 12
nor4_1: 10 / 10
or3_1: 13 / 13
o31ai_1: 11 / 11
inv_1: 65 / 65
a31oi_1: 18 / 17
clkinv_1: 1 / 18
nand2b_1: 20 / 19
nor2_4: 1 / 12
clkbuf_1: 58 / 11
nor3_1: 43 / 39
xnor2_1: 60 / 60
edfxtp_1: 816 / 816
o21a_1: 9 / 9
xor2_1: 53 / 53
o211ai_1: 9 / 9
a21oi_1: 73 / 72
nand3_1: 44 / 44
clkdlybuf4s50_1: 0 / 37
conb_1: 1 / 16
ha_1: 68 / 68
nor2b_1: 22 / 19
mux4_2: 129 / 129
buf_4: 33 / 123
dfxtp_1: 39 / 33
nand2_1: 185 / 185
a32oi_1: 39 / 39
clkinv_2: 0 / 14
nand4_1: 15 / 15
o21ai_0: 69 / 68
and2_1: 22 / 22
mux4_1: 9 / 9
a22oi_1: 80 / 80
mux2_2: 11 / 11
o22ai_1: 21 / 21
and3_1: 15 / 15
nor2_1: 178 / 167
clkbuf_16: 0 / 83
mux2i_1: 154 / 154
==> final timing paths <==
kind / from / to / cells after the start
max reg2reg: register / reg_z[2][14] / 29
min: state[1] / state[1] / 2
min reg2reg: state[1] / state[1] / 2
max: func[0] / result[6] / 5
==> worst min-delay path, delay by kind of cell (launching register included) <==
family          cells  cell delay [ns]
flops               1             0.31
simple gates        1             0.04
compound gates      1             0.06
==> sequential cells by signal (all words and copies together), names as in the netlist, named ones only <==
| name | cells |
|---|---|
| reg_x | 272 |
| i | 32 |
| reg_z | 272 |
| reg_y | 272 |
| state | 2 |
==> logic make-up after synthesis <==
logic type / count (synthesis) / share of synthesized area, %
simple gates: 619 / 7.501
flops: 855 / 64.12
mux: 307 / 12.30
xor+xnor: 113 / 2.510
fa+ha+maj: 71 / 2.310
buf+inv: 221 / 3.055
compound gates: 450 / 8.192
other cells: 1 / 0.009510
==> metrics by stage <==
step | cell area (um2) | cells
after floorplan | 39490 | 2652
after global placement | 42210 | 4401
after detailed placement | 42210 | 4401
after CTS | 44890 | 4553
after global routing | 44890 | 4553
final | 44900 | 4554
==> layout make-up <==
type,count,area share [%]
well taps,1742,4.855
repair buffers,162,2.971
clock buffers,98,4.827
inverters,66,0.5518
flip-flops and latches,855,56.36
clock inverters,54,1.162
diodes,1,0.005574
multi-input cells,1576,29.27
